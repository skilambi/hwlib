## flow/design.v

```verilog
module counter #(
    parameter CNTR_WIDTH = 4
) (
    input   logic                       clk,
    input   logic                       rst_n,
    output  logic [CNTR_WIDTH - 1 : 0]  cntr 
);
    logic [CNTR_WIDTH - 1 : 0] cntr_nxt;
    always_ff@(posedge clk) begin 
        if(!rst_n)
            cntr <= '0;
        else
            cntr <= cntr_nxt;
    end 
    always_comb begin : CNTR_COMBO
        cntr_nxt = cntr + 1;
    end
    initial begin
        $dumpfile("counter_dump.vcd");
        $dumpvars(1, counter);
    end
endmodule
```

## flow/run.sh

```bash
#!/bin/bash
# OpenROAD 26Q1-2900-gdf79404cd8, Yosys 0.63+post, stock flow scripts
make -C /OpenROAD-flow-scripts/flow DESIGN_CONFIG=/design/flow/config.mk WORK_HOME=/design/flow/orfs finish
```

## flow/config.mk

```make
export PLATFORM = sky130hd
export DESIGN_NAME = counter
export DESIGN_NICKNAME = counter
export VERILOG_FILES = /design/flow/design.v
export SDC_FILE = /design/flow/constraint.sdc
export NUM_CORES = 4
export LEC_CHECK = 1
export CORE_AREA = 10 10 70 70
export DIE_AREA = 0 0 80 80
```

## flow/constraint.sdc

```tcl
current_design counter

set clk_period 1.0
set clk_io_pct 0.2

create_clock -name clk0 -period $clk_period [get_ports {clk}]

set non_clock_inputs [all_inputs -no_clocks]
set_input_delay [expr $clk_period * $clk_io_pct] -clock clk0 $non_clock_inputs
set_output_delay [expr $clk_period * $clk_io_pct] -clock clk0 [all_outputs]
```

==> run notes <==
run metrics: P_sw=0.0995 mW, CTS Root Buffer Type=clkbuf_4, Core Area=around 3400 um2, maximum VDD drop=0.338 mV, final hold violation count=0, Synth cell types=9, full die area=6400 um2, Port Buffer Count=5, Top reg by flops=cntr, syn avg cell area=11.2 um2, # Max-Cap Violations=0, # rows=21, final hold slack=0.535 ns, PwrDens=1370 nW/um2, 1st-iter DRT viols=2, mean routed wirelength per cell=5.77 um, fillers=404, synthesis-to-layout area growth=123%, final setup fails=0, Critical Path RT=around 1.1 ns, Slew Limit Headroom=0.915, Detail Route Antenna Nets=0, DR pass1 iterations=2, Buf+Inv Stages, Crit Path=1, initial antenna violation count=0, Yosys top cell by area=dfxtp_1, GRT Resource Usage Total=0.0139, floorplan core density=0.0425, cell with the most instances after synthesis=dfxtp_1, tool warning count=25, CTS tree=done, asr flop ratio synth=0, Cell area leaders=dfxtp_1, and2_1, ha_1, Critical Path Stages=4, Seq pwr share=0.405, Final Power=about 0.45 mW, top cells by count=dfxtp_1, and2_1, first-pass GRT wire length=627 um, top_reg_cell synth=dfxtp_1, Slew Viols, Final=0, Mapped Cells=13, post-detail-place hpwl=310 um, via count of the routed design=126, vias in the first global route=approximately 140, Comb pwr share=0.130, critical path class=reg2reg, Top Ports=6, count of library flops with an enable pin=0, max reg flops=4, Top-area cell share=0.552, diode count=0, Worst Reg2Reg Path Length in Cells=4, gpl congestion=0.660, yosys stat cell total=13, ys flops=4, Final period util=0.974, layout cells sized above 1=0.520, DRC viols=0, Die Height=around 80 um, CTS sink cnt=4, Startpoint Class=flip-flop, status=complete, no violations, hold path cells=2, final wirelength=410 um, GR Overflow Total=0, Peak Freq=1.03 GHz, CTS clk-pin slew, worst paths=0.04 ns, Lkg Pwr=0.132 nW, critical-path maximum fanout=2, Synth Warn #=3, largest net degree at the start of global routing=6, # H-tree levels=1, clk_skew=about 0.0017 ns, clock share of power=0.465, Largest delay share family, worst path=flip-flops, DIE WIDTH=roughly 80 um, CP Cell Sequence=buf_6 -> ha_4 -> xor2_1 -> and2_1, sw frac=0.223, post-synthesis sequential area ratio=0.552, Largest regs=cntr (4), Max Root-Sink Buffers=2, Min Clock Period, post-route=0.974 ns, Clock Latency Late Sink=0.24 ns, Vias/cell=1.77, synthesized cell area=145 um2, CP max stage delay=between 0.3 and 0.4 ns, CTS buffer count=3, Setup crit end kind=flip-flop, internal power=0.346 mW, Slew @ Worst Pin=about 0.12 ns, Worst Hold Class=reg2reg, yosys stat area=145 um2, critical path's slowest cell=dfxtp_2, Worst EP arrival=1.10 ns
==> stage by stage <==
stage / cell area (um2) / utilization / setup TNS [ns] / cells / setup slack (ns)
4_1_cts: 310 / 0.0908 / 0 / 71 / 0.00284
2_1_floorplan: 145 / - / 0 / 13 / 0.124
5_1_grt: 324 / 0.0949 / -0.00391 / 71 / -0.00391
3_5_place_dp: 275 / 0.0806 / -0.0559 / 67 / -0.0295
6_report: 324 / 0.0949 / 0 / 71 / 0.0264
3_3_place_gp: 275 / 0.0806 / -0.0384 / 67 / -0.0314
==> layout by cell type, fill, tap and decap left out <==
cell type / instances
nand3_1: 1
mux2i_1: 1
clkdlybuf4s15_1: 3
clkbuf_4: 3
ha_4: 1
nor2b_1: 1
nand2b_1: 1
clkdlybuf4s50_1: 1
dfxtp_2: 3
clkbuf_2: 1
dfxtp_4: 1
and2_1: 2
xor2_1: 1
nand2_1: 1
buf_4: 3
buf_6: 1
==> power groups by stage <==
stage	clock network [mW]	registers [mW]	logic (mW)
4_1_cts	0.218	0.179	0.0532
5_1_grt	0.232	0.182	0.0674
6_report	0.207	0.180	0.0579
==> worst paths after layout <==
check	startpoint	endpoint	slack, ns
max	cntr[1]$_SDFF_PN0_	cntr[2]$_SDFF_PN0_	0.03
max reg2reg	cntr[1]$_SDFF_PN0_	cntr[2]$_SDFF_PN0_	0.03
min	cntr[0]$_SDFF_PN0_	cntr[0]$_SDFF_PN0_	0.53
min reg2reg	cntr[0]$_SDFF_PN0_	cntr[0]$_SDFF_PN0_	0.53
==> routing by layer <==
metal | share of wire | GRT usage
met1 | 0.56 | 0.0200
met2 | 0.18 | 0.00562
met3 | 0.26 | 0.0239
met4 | 0 | 0.00352
met5 | 0 | 0
==> what timing repair did <==
item / in CTS / in global routing
cloned: 0 / 0
setup buffers: 1 / 0
setup endpoints to repair: 5 / 4
pin swaps: 0 / 0
resized: 11 / 6
hold buffers: 0 / 0
==> area by class of cell <==
class                   instances  area [um2]  area share
clock buffers                   3        22.5      0.0695
flip-flops and latches          4        87.6       0.270
repair buffers                  9        78.8       0.243
well taps                      46        57.6       0.178
multi-input cells               9        77.6       0.239
==> logic make-up after synthesis <==
logic type | count (synthesis) | synth area share
simple gates | 6 | 0.233
flops | 4 | 0.552
mux | 1 | 0.0690
fa+ha+maj | 1 | 0.0862
xor+xnor | 1 | 0.0604
==> worst reg2reg max path, delay by kind of cell (launching register included) <==
kind | cells | cell delay [ns]
flops | 1 | 0.32
simple gates | 1 | 0.15
fa+ha+maj | 1 | 0.14
xor+xnor | 1 | 0.14
buf+inv | 1 | 0.12
Power is estimated from default activity; no workload was simulated.
